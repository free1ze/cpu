==> flow/design.v <==
`timescale 1ns / 1ps
module RegisterFile(clk, Regwr, w_data, R_reg1, R_reg2, w_Reg, R_data1, R_data2);
	input [31:0] w_data;
	input [4:0] R_reg1, R_reg2, w_Reg; 
	input clk, Regwr;
	output [31:0] R_data1, R_data2;
	reg[31:0] registers[0:31];
	reg[31:0] read1=0, read2=0;
	initial begin
		for(int i=0; i<32; i++) begin
			registers[i] = 0;
		end	
	end
	assign R_data1 = read1;
	assign R_data2 = read2;
	always @(posedge clk) begin
		if( Regwr ) begin
			registers[w_Reg] = w_data;
		end
	end
	always@(*) begin
		read1 = registers[R_reg1];
		read2 = registers[R_reg2];
	end
endmodule
==> flow/run.sh <==
#!/bin/bash
# OpenROAD 26Q1-2900-gdf79404cd8, Yosys 0.63+post, stock flow scripts
make -C /OpenROAD-flow-scripts/flow DESIGN_CONFIG=/design/flow/config.mk WORK_HOME=/design/flow/orfs finish
==> flow/config.mk <==
export PLATFORM = sky130hd
export DESIGN_NAME = RegisterFile
export DESIGN_NICKNAME = RegisterFile
export VERILOG_FILES = /design/flow/design.v
export SDC_FILE = /design/flow/constraint.sdc
export NUM_CORES = 4
export LEC_CHECK = 1
export CORE_UTILIZATION = 30
==> flow/constraint.sdc <==
current_design RegisterFile

set clk_period 5.1
set clk_io_pct 0.2

create_clock -name clk0 -period $clk_period [get_ports {clk}]

set non_clock_inputs [all_inputs -no_clocks]
set_input_delay [expr $clk_period * $clk_io_pct] -clock clk0 $non_clock_inputs
set_output_delay [expr $clk_period * $clk_io_pct] -clock clk0 [all_outputs]
==> results.txt <==
flow finished, numbers: Layout area overhead=17.5%, Post-Syn Area=48,800 µm², Critical Path End Type=output pin, core utilization at floorplan=30.3%, # H-tree levels=3, largest net degree at the start of global routing=63, Rows=147, WP buf/inv=4, CTS tree=done, PostCTS Resize Cnt=0, Die Wd=405 µm, ys cells=3,386, Synthesized registers=1,024, CTS Hold Bufs=0, die area=164,000 µm², CTS buffer count=103, antenna violations before repair=10, die height=405 µm, crit path cell chain=clkdlybuf4s50_1, and2_4, buf_4, buf_4, a22o_1, nor3_1, a31oi_1, nand3_1, clkdlybuf4s50_1, finished layout cell area=57,300 µm², antenna-violating nets left=0, residual DRC count=0, Lkg Pwr=0.0208 µW, Main area contributors=edfxtp_1, mux2i_1, a22oi_1, Largest register FFs=1,024, Crit Path Class=in2out, total negative slack=0 ns, HPWL Detailed=91,100 µm, critical path fanouts, max=20, Synth Seq Share=63.0%, PortBufs=112, YS warnings=1, Final Wtd Congestion=0.888, layout cells sized above 1=11.2%, status=finished, final reports clean, gr usage total=19.9%, top cell type's share of synthesized area=63.0%, tool warnings=26, DR pass1 iterations=5, # setup viols final=0, Clock Path Buffers=3, CP required=4.08 ns, gate count of the mapped netlist=3,386, Tcrit/Tclk final=92.4%, Chip Area, Yosys=48,800 µm², CTS root buffer=clkbuf_16, post-CTS setup buffer count=0, crit path time final=4.71 ns, clock edge transition at the registers on the reported setup and hold paths=0.06 ns, via count=31,300, Largest stage delay, worst path=0.62 ns, RSZ-0062 raised after global routing=false, Post-Place Cell Area=53,800 µm², Post-synth EDFFs=1,024, HP Class=in2reg, syn avg cell area=14.4 µm², CP arrival=3.69 ns, Synth area leader=edfxtp_1, final WL=156,000 µm, I/O pin total=113, Dominant flop cell=edfxtp_1, vias in the first global route=32,600, final hold violations=0, Tightest Pin Transition=0.959 ns, Max VDD drop=0.000252 V, DR WL/cell=26.9 µm, Max Clock Freq=212 MHz, CTS Sinks=1,024, total grt overflow=0, Unique masters post-synth=23, maxcap violations=0, number of DRC markers in iteration 0=2,218, Max Slew Vio Count=0, Async SR Flop Fraction=0%, Core Region=161,000 µm², vias per inst=5.40, Cell Pwr Density=334 nW/µm², Post-synth top cells=edfxtp_1, mux2i_1, nand2_1, max_slew headroom=35.9%, CP max-delay cell=clkdlybuf4s50_1, type of origin of the critical path=input port, first-pass GRT wire length=224,000 µm, Crit path max-delay family=buffers and inverters
[cell type report]
type / instances / area, µm²
Tap cell: 2160 / 2700
Multi-Input combinational cell: 2109 / 16800
Sequential cell: 1024 / 30700
Fill cell: 15100 / 104000
Timing Repair Buffer: 316 / 3610
Clock inverter: 69 / 806
Antenna cell: 1 / 2.50
Clock buffer: 121 / 2690
[stage by stage]
step,total power (µW),hold WS (ns),util [%],instances,setup WS [ns]
finish,19100,1.11,35.6,5800,0.386
global route,19700,1.13,35.6,5800,0.219
CTS,19200,1.08,35.6,5799,0.421
detailed placement,11400,1.85,33.5,5609,0.415
global placement,11400,1.85,33.5,5609,0.422
floorplan,10500,1.12,-,3386,1.65
[routing by layer]
metal / track usage (%) / vias to the layer above / wire length (µm) / share of wire, %
met1: 24.0 / 15500 / 56100 / 36
li1: - / 13700 / - / -
met3: 12.3 / 315 / 22300 / 14
met2: 29.8 / 1703 / 71600 / 46
met4: 5.97 / 18 / 6020 / 3.9
met5: 0.506 / - / 206 / 0.13
[power by group]
part	internal [µW]	total (µW)	switching [µW]	leakage, µW
sequential	9360	9400	40.0	0.00922
clock	4620	7910	3290	0.00171
combinational	728	1830	1100	0.00987
total	14700	19100	4430	0.0208
[layout by cell type, fill, tap and decap left out, drive strengths merged, types with 17 or more instances in the layout]
| master | synthesis | routed |
|---|---|---|
| a21oi | 192 | 192 |
| a22o | 128 | 128 |
| a22oi | 192 | 192 |
| a31oi | 64 | 64 |
| buf | 163 | 206 |
| bufinv | 0 | 17 |
| clkbuf | 90 | 121 |
| clkdlybuf4s50 | 0 | 110 |
| clkinv | 0 | 47 |
| edfxtp | 1024 | 1024 |
| mux2i | 1024 | 1024 |
| nand2 | 195 | 195 |
| nand3 | 194 | 194 |
| nor2 | 35 | 35 |
| nor3 | 64 | 64 |
[path summary, 6_finish.rpt]
check	start	endpoint	slack, ns	depth (start not counted)
max	R_reg2[0]	R_data2[31]	0.39	9
min	w_data[14]	registers[8][14]	1.11	2
[cell families after synthesis]
group / synth area share [%]
AOI/OAI and AO/OA: 8.04
buffers and inverters: 3.21
DFF: 63.0
muxes: 21.0
and+or+nand+nor: 4.71
No activity file was given, so power comes from the tool's default toggle rates.
