$ cat /design/flow/config.mk
export PLATFORM = sky130hd
export DESIGN_NAME = ALU
export DESIGN_NICKNAME = ALU
export VERILOG_FILES = /design/flow/design.v
export SDC_FILE = /design/flow/constraint.sdc
export NUM_CORES = 4
export LEC_CHECK = 1
export CORE_UTILIZATION = 30
$ cat /design/flow/constraint.sdc
current_design ALU

set clk_period 18.9
set clk_io_pct 0.2

create_clock -name clk0 -period $clk_period

set non_clock_inputs [all_inputs -no_clocks]
set_input_delay [expr $clk_period * $clk_io_pct] -clock clk0 $non_clock_inputs
set_output_delay [expr $clk_period * $clk_io_pct] -clock clk0 [all_outputs]
$ cat /design/flow/design.v
`timescale 1ns / 1ps
module ALU(A, B, ALUCtrl, Zero, out);
	input [31:0] A,B;
	input [2:0] ALUCtrl;
	output Zero;
	output [31:0]out;
	reg [31:0] result;
	reg result_z;
	assign out = result;
	assign Zero = result_z;
	always@(*) begin
		if(ALUCtrl == 3'b000) result = A & B;
		else if(ALUCtrl == 3'b001) result = A | B;
		else if(ALUCtrl == 3'b011) result = A < B ? 1 : 0;
		else if(ALUCtrl == 3'b100) result = A + B;
		else if(ALUCtrl == 3'b101) result = A + B;
		else if(ALUCtrl == 3'b110) result = A - B;
		else result = 32'bx;
		result_z = (result == 0)? 1 : 0;
	end
endmodule
$ cat /design/flow/run.sh
#!/bin/bash
# OpenROAD 26Q1-2900-gdf79404cd8, Yosys 0.63+post, stock flow scripts
make -C /OpenROAD-flow-scripts/flow DESIGN_CONFIG=/design/flow/config.mk WORK_HOME=/design/flow/orfs finish
==> GITHUB_STEP_SUMMARY <==
## Implementation flow summary

| Metric | Value |
|---|---|
| Status | `complete, no violations` |
| Total detailed-routing wirelength | `21700 microns` |
| Core area | `18300 sq um` |
| Register area | `0 sq um` |
| Power density cells | `32.0 nW/um^2` |
| Tmin final | `12090 ps` |
| Clock buffer cells | `0` |
| Syn Inst Count | `863` |
| Die H | `140 microns` |
| Placer Congestion | `0.976` |
| Cell variety after synth | `about 83` |
| Static leakage | `0.00292 uW` |
| Worst hold path class | `input port to output pin` |
| Top Layout Cells | `inv_1, clkdlybuf4s50_1, ha_1, nor2_1, nand2_1` |
| Post-route DRC | `0` |
| Min-delay src | `ALUCtrl[0]` |
| Vias per cell | `5.76` |
| Least-Margin Pin Slew | `between 900 and 1000 ps` |
| CP arrival | `8310 ps` |
| Layout cells sized above 1 | `4.01%` |
| Avg Inst Size Synth | `6.59 sq um` |
| Worst IR Drop VDD | `0.0000121 V` |
| Yosys stat area | `around 5700 sq um` |
| Flops | `0` |
| Die X | `140 microns` |
| # fillers | `1960` |
| Net Sw Power | `between 100 and 150 uW` |
| Slew Limit Fails | `0` |
| Slew headroom | `35.5%` |
| Number of global-route vias before repair | `5988` |
| Global route total overflow | `0` |
| Unrepaired setup endpoints after global routing | `false` |
| Crit share post-route | `a little under two thirds` |
| Critical Path Start Type | `input port` |
| Number of top-level pins | `around 100` |
| Cell area after technology mapping | `around 5700 sq um` |
| Total GRT Usage | `around 22%` |
| Final hold viol count | `0` |
| Hold buffers post-CTS | `0` |
| Switching Share | `about 57%` |
| Crit path DRT | `15120 ps` |
| Yosys warning tally | `1` |
| Cell count in the Yosys report | `863` |
| Port Buffers | `roughly 100` |
| Int Pwr | `94.3 uW` |
| Critical Path Fanout Max | `6` |
| Setup TNS | `0 ps` |
| Detail Placement HPWL | `~17000 microns` |
| Site Rows | `49` |
| Critical Path Start | `B[0]` |
| DRT Pass-1 Iters | `5` |
| Most frequent logic cell in the layout | `inv_1` |
| Stage-log warning count | `96` |
| Vias | `6640` |
| WS Path Type | `input port to output pin` |
| Synth Seq Share | `0%` |
| Max Freq | `about 83 MHz` |
| Initial antenna violation count | `2` |
| First-pass GRT wire length | `~34000 microns` |
| Final ANT Viol Nets | `0` |
| Max-cap violations | `0` |
| Syn-to-layout area delta | `19.6%` |
| CTS resizes | `0` |
| Pin count of the biggest net entering global routing | `approximately 53` |
| Drt wl/cell | `about 19 microns` |
| Initial Util | `31.1%` |
| 1st-iter DRT viols | `561` |
| Setup Buffers After CTS | `0` |
| Fin util | `between 30% and 40%` |
| Setup violations, final | `0` |
| Die Size | `just under 20000 sq um` |
| Critical Path Sink Type | `output pin` |
-- worst paths after layout --
path              slack [ps]  depth (start not counted)     end
hold / removal          8740                          6  out[4]
setup / recovery        6810                         15    Zero
-- metrics by stage --
step / instance area [sq um] / setup WS [ps] / total power, uW / hold WS (ps) / std cells
detailed placement: 6800 / 6810 / 214 / 8740 / 1151
global route: 6800 / 6520 / 237 / 8790 / 1152
floorplan: 5690 / 8470 / 130 / 7750 / 863
CTS: 6800 / 6790 / 215 / 8740 / 1151
finish: 6810 / 6810 / 218 / 8740 / 1153
global placement: 6800 / 6790 / 215 / 8740 / 1151
-- cell families after synthesis --
family                     share of synthesized area (%)
AOI/OAI and AO/OA                                   36.3
and+or+nand+nor                                     24.9
buffers and inverters                               11.7
adders and majority gates                           21.8
muxes                                               3.19
xor gates and xnor gates                            2.16
-- cells in the mapped netlist, drive strengths merged, types with 17 or more instances --
cell      n  area, sq um
inv     114          428
ha       96         1200
nor2     72          275
nand2    59          221
o21ai    59          299
a21oi    56          303
buf      31          168
nor3     31          160
clkbuf   19         71.3
nand3    19         95.1
nor2b    19          121
mux2i    17          170
o21a     17          128
-- layer usage --
metal	GRT usage, %	share of wire, %
met1	32.6	46
met5	0	0
met3	2.81	8.4
met2	34.2	43
met4	4.34	2.3
-- critical path, stage by stage --
cell             delay, ps
clkdlybuf4s50_1        520
ha_1                   190
inv_1                   70
fa_1                   380
nor2b_1                230
o211ai_1               170
a2111oi_2              590
o21a_1                 250
o2111ai_1              140
a211oi_1               430
xnor2_1                180
o22ai_1                120
or4_4                  560
nor4_2                 210
clkdlybuf4s50_1        490
-- power by group through the flow --
| stage | clock network (uW) | registers, uW | logic, uW |
|---|---|---|---|
| after CTS | 0 | 0 | 215 |
| after global routing | 0.00000567 | 0 | 237 |
-- area by class of cell --
| class | count | area, sq um | area share (%) |
|---|---|---|---|
| Multi-Input combinational cell | 699 | 5020 | 73.8 |
| Tap cell | 229 | 287 | 4.21 |
| Inverter | 114 | 428 | 6.29 |
| Antenna cell | 2 | 5.00 | 0.0735 |
| Timing Repair Buffer | 109 | 1060 | 15.6 |
Power and IR drop assume default switching activity.
