===== config.mk =====
export PLATFORM = sky130hd
export DESIGN_NAME = InstructionMemory
export DESIGN_NICKNAME = InstructionMemory
export VERILOG_FILES = /design/flow/design.v
export SDC_FILE = /design/flow/constraint.sdc
export NUM_CORES = 4
export LEC_CHECK = 1
export CORE_AREA = 10 10 70 70
export DIE_AREA = 0 0 80 80
export SYNTH_MEMORY_MAX_BITS = 65536

===== constraint.sdc =====
current_design InstructionMemory

set clk_period 1.0
set clk_io_pct 0.2

create_clock -name clk0 -period $clk_period

set non_clock_inputs [all_inputs -no_clocks]
set_input_delay [expr $clk_period * $clk_io_pct] -clock clk0 $non_clock_inputs
set_output_delay [expr $clk_period * $clk_io_pct] -clock clk0 [all_outputs]

===== design.v =====
`timescale 1ns / 1ps
module InstructionMemory(addr, out);
	input [31:0] addr;
	output [31:0] out;
	reg [31:0] addr_res;
	reg [31:0] memory[0:1024-1];	 
	assign out = addr_res;
	initial begin
		memory[0] = 32'h8c010001;	 
		memory[1] = 32'h8c020002;	 
		memory[2] = 32'h00221820;	 
		memory[3] = 32'hac030005;	 
		memory[4] = 32'h00611822;	 
		memory[5] = 32'h10610001;	 
		memory[6] = 32'h08000004;	 
		memory[7] = 32'hac030005;	 
	end
	always@(addr) begin
		addr_res = memory[addr/4];
	end
endmodule

===== run.sh =====
#!/bin/bash
# OpenROAD 26Q1-2900-gdf79404cd8, Yosys 0.63+post, stock flow scripts
make -C /OpenROAD-flow-scripts/flow DESIGN_CONFIG=/design/flow/config.mk WORK_HOME=/design/flow/orfs finish

==> qor.csv <==
metric,value,unit
die_w,80,um
drtPass1Iterations,2,
whs_path_depth,4,
setup_viol_count_final,13,
floorplan.core_util,10.48,%
seq_area,0,sq um
layout_top_cell,conb_1,
flops,0,
synth_area,357.8,sq um
avgSynthCellArea,7.455,sq um
first_iter_violations,4,
gp_congestion,0.7583,
path_class,in2out,
synth_cells,48,
track_usage,3.256,%
remaining_drc_errors,0,
rsz0062_at_grt,yes,
num-clock-buffers,0,
arrival,1.09,ns
grt_overflow,0,
yosys.stat.seqShare,0,%
ios,64,
crit_required,0.80,ns
tool_warnings,68,
avgRoutedWirePerCell,9.550,um
vias,361,
hp-class,in2out,
maxCapViolations,0,
grt_pass1_vias,409,
synth_stat.cells,48,
critPathLaunchType,input port,
worstPathMaxFanout,2,
yosys_warnings,1,
num_rows,21,
worst_slack,-0.2904,ns
die_h,80,um
syn_to_final_growth,117.1,%
final_util,22.75,%
p_per_area,339.7,nW/um^2
grt_max_degree,6,
finalMaxSlewViolations,0,
diodes,0,
finalHoldViolCount,0,
grt_pass1_wl,1794,um
coreArea,3416,sq um
vdd_drop_max,0.07685,mV
status,"complete, but fails checks",
drive_above_1_share,77.11,%
hpwl,873.3,um
synth_cell_types,16,
yosys-stat-area,357.8,sq um
holdBufCountCts,0,
chipArea,6400,sq um
whs,0.7820,ns
ant_nets,0,
via_per_inst,2.798,
fmax,774.9,MHz
mostFrequentLayoutCells,"conb_1 (17), buf_6 (15), buf_2 (12)",
fin_crit,1.290,ns
violations,setup timing,
crit_path_end_kind,primary output,
io_buffers,18,
period_used_share,129.0,%
p_leak,0.3808,nW
antenna_found_initial,0,
drt-total-wl,1232,um
[cells in the mapped netlist, drive strengths merged]
master  instances  share of area [%]
nand2b          1                2.4
and2b           1                2.4
inv             5                5.2
buf            21                 45
nand2           3                3.1
a21oi           3                5.2
conb            1                1.0
nor2            1                1.0
o21ai           4                6.6
ha              6                 21
nor2b           1                3.8
mux2i           1                2.8
[worst max-delay path, cell delays in order]
cell and delay [ns]:
buf_8 0.08, clkinvlp_4 0.08, buf_6 0.12, ha_4 0.19, and2b_2 0.21, a21oi_2 0.10, buf_2 0.10
[layer usage]
layer / vias to the layer above / GRT usage, % / routed length, um
met2: 23 / 5.939 / 575
met3: 0 / 1.250 / 141
li1: 180 / - / -
met5: - / 0 / 0
met4: 0 / 0 / 0
met1: 158 / 3.691 / 515
[what timing repair did]
item,in CTS,in global routing
endpoints found under the setup margin,15,15
setup buffers,13,2
cloned,1,0
gates resized,91,18
pin swaps,6,2
[where the power goes]
group	switching, mW	internal (mW)
Sequential	0	0
Clock	0	0
Combinational	0.102	0.162
[per-stage QoR]
| stage | power (mW) | setup WS, ns | std cells | TNS, ns | instance area [sq um] |
|---|---|---|---|---|---|
| 6_report | 0.2639 | -0.2904 | 129 | -2.267 | 777.0 |
| 5_1_grt | 0.2952 | -0.3580 | 129 | -2.859 | 777.0 |
| 4_1_cts | 0.2396 | -0.2976 | 128 | -2.359 | 724.4 |
| 3_5_place_dp | 0.1893 | -1.151 | 114 | -14.36 | 563.0 |
| 3_3_place_gp | 0.1891 | -1.137 | 114 | -14.23 | 563.0 |
| 2_1_floorplan | 0.1086 | 0.005723 | 64 | 0 | 434.2 |
[worst paths after layout]
kind                 from      end  slack (ns)
hold / removal    addr[4]  out[16]        0.78
setup / recovery  addr[2]   out[0]       -0.29
[kinds of logic (layout without fill, tap and decap cells)]
group,count (synthesis),count (layout),synth area share (%)
buf+inv,26,45,50.35
compound gates,7,7,11.89
simple gates,7,7,12.94
fa+ha+maj,6,6,20.98
other cells,1,17,1.048
mux,1,1,2.797
[layout make-up]
class / count / area (sq um)
Inverter: 5 / 30.03
Fill cell: 369 / 2639
Multi-Input combinational cell: 38 / 342.8
Timing Repair Buffer: 40 / 346.6
Tap cell: 46 / 57.56
Power is estimated from default activity; no workload was simulated.
